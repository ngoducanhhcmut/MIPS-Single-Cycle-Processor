<file path="flow/constraint.sdc">
current_design alu

set clk_period 23.6
set clk_io_pct 0.2

create_clock -name clk0 -period $clk_period

set non_clock_inputs [all_inputs -no_clocks]
set_input_delay [expr $clk_period * $clk_io_pct] -clock clk0 $non_clock_inputs
set_output_delay [expr $clk_period * $clk_io_pct] -clock clk0 [all_outputs]
</file>
<file path="flow/config.mk">
export PLATFORM = sky130hd
export DESIGN_NAME = alu
export DESIGN_NICKNAME = alu
export VERILOG_FILES = /design/flow/design.v
export SDC_FILE = /design/flow/constraint.sdc
export NUM_CORES = 4
export LEC_CHECK = 1
export CORE_UTILIZATION = 40
</file>
<file path="flow/run.sh">
#!/bin/bash
# OpenROAD 26Q1-2900-gdf79404cd8, Yosys 0.63+post, stock flow scripts
make -C /OpenROAD-flow-scripts/flow DESIGN_CONFIG=/design/flow/config.mk WORK_HOME=/design/flow/orfs finish
</file>
<file path="flow/design.v">
module alu(
    input wire [3:0] alu_control,
    input wire [31:0] a,
    input wire [31:0] b,
    output reg [31:0] result,
    output wire zero
);
    wire [31:0] add_sub_result;
    wire [31:0] logic_result;
    wire [31:0] slt_result;
    wire cout;   
    fast_adder_subtractor add_sub_unit (
        .a(a),
        .b(b),
        .sub_mode(alu_control[2]),  
        .result(add_sub_result),
        .cout(cout)
    );
    logic_unit logic_ops (
        .a(a),
        .b(b),
        .op_sel(alu_control[1:0]),
        .result(logic_result)
    );
    assign slt_result = {31'b0, add_sub_result[31]};
    always @(*) begin
        case(alu_control)
            4'b0000: result = logic_result;   
            4'b0001: result = logic_result;   
            4'b0010: result = add_sub_result;  
            4'b0110: result = add_sub_result;  
            4'b0111: result = slt_result;     
            4'b1100: result = ~logic_result;  
            default: result = 32'b0;
        endcase
    end
    assign zero = (result == 32'b0);
endmodule
module fast_adder_subtractor(
    input wire [31:0] a,
    input wire [31:0] b,
    input wire sub_mode,
    output wire [31:0] result,
    output wire cout
);
    wire [31:0] b_input;
    wire [7:0] group_propagate;
    wire [7:0] group_generate;
    wire [7:0] group_carry;
    wire [31:0] carries;
    assign b_input = sub_mode ? ~b : b;
    wire cin = sub_mode;
    wire [31:0] p, g;
    genvar i;
    generate
        for(i = 0; i < 32; i = i + 1) begin : pg_bits
            assign p[i] = a[i] ^ b_input[i];
            assign g[i] = a[i] & b_input[i];
        end
    endgenerate
    generate
        for(i = 0; i < 8; i = i + 1) begin : pg_groups
            assign group_propagate[i] = &p[i*4+3:i*4];
            assign group_generate[i] = g[i*4+3] |
                                     (p[i*4+3] & g[i*4+2]) |
                                     (p[i*4+3] & p[i*4+2] & g[i*4+1]) |
                                     (p[i*4+3] & p[i*4+2] & p[i*4+1] & g[i*4]);
        end
    endgenerate
    assign group_carry[0] = cin;
    generate
        for(i = 1; i < 8; i = i + 1) begin : group_carries
            assign group_carry[i] = group_generate[i-1] |
                                  (group_propagate[i-1] & group_carry[i-1]);
        end
    endgenerate
    generate
        for(i = 0; i < 8; i = i + 1) begin : bit_carries
            wire [3:0] c;
            if(i == 0) begin
                assign c[0] = cin;
                assign c[1] = g[0] | (p[0] & cin);
                assign c[2] = g[1] | (p[1] & g[0]) | (&p[1:0] & cin);
                assign c[3] = g[2] | (p[2] & g[1]) | (p[2] & p[1] & g[0]) | (&p[2:0] & cin);
                assign carries[3:0] = c;
            end
            else begin
                assign c[0] = group_carry[i];
                assign c[1] = g[i*4] | (p[i*4] & group_carry[i]);
                assign c[2] = g[i*4+1] | (p[i*4+1] & g[i*4]) | (&p[i*4+1:i*4] & group_carry[i]);
                assign c[3] = g[i*4+2] | (p[i*4+2] & g[i*4+1]) | (p[i*4+2] & p[i*4+1] & g[i*4]) | 
                             (&p[i*4+2:i*4] & group_carry[i]);
                assign carries[i*4+3:i*4] = c;
            end
        end
    endgenerate
    generate
        for(i = 0; i < 32; i = i + 1) begin : sum_bits
            assign result[i] = p[i] ^ carries[i];
        end
    endgenerate
    assign cout = carries[31];
endmodule
module logic_unit(
    input wire [31:0] a,
    input wire [31:0] b,
    input wire [1:0] op_sel,
    output reg [31:0] result
);
    wire [31:0] and_result = a & b;
    wire [31:0] or_result = a | b;
    always @(*) begin
        case(op_sel)
            2'b00: result = and_result;
            2'b01: result = or_result;
            2'b10: result = ~or_result;
            default: result = 32'b0;
        endcase
    end
endmodule
</file>
==> results.sh <==
# implementation run metrics
export IMPL_use_met2_pct=46.2
export IMPL_routed_wl_microns=10100
export IMPL_die_w_microns=88.0
export IMPL_rsz0062_at_grt="no"
export IMPL_antenna_found_initial=0
export IMPL_cap_violations=0
export IMPL_startpoint="alu_control[2]"
export IMPL_regArea_sq_um=0
export IMPL_ys_area_sq_um=2960
export IMPL_crit_family="simple AND/OR/NAND/NOR gates"
export IMPL_cts_setup_buffers=0
export IMPL_antennaDiodeCount=0
export IMPL_grt_pass1_vias=3091
export IMPL_hp_start="b[17]"
export IMPL_seq_cells=0
export IMPL_max_freq_mhz=65.4
export IMPL_postSynthSeqShare_pct=0
export IMPL_ant_nets=0
export IMPL_tool_warnings=34
export IMPL_grt_max_degree=46
export IMPL_met1_usage_pct=38.5
export IMPL_grt_ovfl_total=0
export IMPL_setup_tns_ns=0
export IMPL_path_class="in2out"
export IMPL_setup_viol=0
export IMPL_grt_pass1_wl_microns=15700
export IMPL_power_density_nw_per_um2=27.3
export IMPL_critPathMaxFanout=45
export IMPL_path_buffers=4
export IMPL_fp_util_pct=42.4
export IMPL_crit_end="zero"
export IMPL_layout_top_cells="100 x clkdlybuf4s50_1, 41 x nand2_1, 39 x xor2_1, 39 x a21oi_1, 33 x ha_1"
export IMPL_critPathLaunchType="input port"
export IMPL_fillers=668
export IMPL_fp_coreArea_sq_um=6980
export IMPL_syn2layout_area_growth_pct=37.4
export IMPL_arrival_ns=10.56
export IMPL_syn_avg_cell_area_sq_um=7.27
export IMPL_outcome="completed"
export IMPL_power_leakage_nw=1.66
export IMPL_finalHoldWorstSlack_ns=10.59
export IMPL_crit_cells=23
export IMPL_avgRoutedWirePerCell_microns=17.0
export IMPL_ctsHoldBuffers=0
export IMPL_min_period_ns=15.28
export IMPL_via_per_inst=5.72
export IMPL_worst_slew_pin_slew_ns=0.680
export IMPL_hold_viol=0
export IMPL_yosys_warnings=2
export IMPL_crit_chain="buf_2 -> buf_4 -> xor2_1 -> ha_1 -> o21ai_0 -> or2_4 -> o211ai_4 -> o2111ai_2 -> a31o_2 -> a31oi_1 -> nor2_1 -> fa_1 -> inv_1 -> a222oi_1 -> nand4_1 -> nor4_1 -> nand4b_1 -> nor3_1 -> nand4_1 -> nor4_1 -> nand4b_1 -> nor4_2 -> clkdlybuf4s50_1"
export IMPL_ys_cells=407
export IMPL_grt_met3_usage_pct=0.859
export IMPL_hold_class="in2out"
export IMPL_fp_dieH_microns=88.0
export IMPL_dp_hpwl_microns=7670
export IMPL_first_iter_violations=149
export IMPL_place_gp_congestion=0.906
export IMPL_drt_pass1_iterations=4
export IMPL_synthCells=407
export IMPL_final_common_cell="clkdlybuf4s50_1"
export IMPL_port_buffers=101
export IMPL_rows=30
export IMPL_gr_usage_all_layers_pct=26.7
export IMPL_ir_drop_mv=0.0155
export IMPL_critPathMaxStageDelay_ns=0.54
export IMPL_cp_end_kind="output pin"
export IMPL_worstPathRequired_ns=18.88
export IMPL_via_count=3385
export IMPL_top_level_ports=101
export IMPL_cp_slowest_cell="buf_4"
export IMPL_grt_busiest_layer="met2"
export IMPL_ys_types=63
export IMPL_fin_crit_sh_pct=64.7
export IMPL_synth_area_sq_um=2960
export IMPL_slew_headroom_pct=54.5
export IMPL_chipArea_sq_um=7740
export IMPL_cts_resized=0
export IMPL_slew_violations=0
export IMPL_drc=0
export IMPL_drive_gt1_share_pct=5.04
export IMPL_clock_buffer_count=0
worst min path at each step:
stage	endpoint	slack [ns]	cells after the start
CTS	result[17]	10.60	5
global route	result[13]	10.66	5
finish	result[17]	10.59	5
metrics by stage:
stage	util [%]	total power, mW	area, sq um	worst slack (ns)	std cells
2_1_floorplan	-	0.0685	2960	9.43	407
3_3_place_gp	58.2	0.110	4060	8.64	592
3_5_place_dp	58.2	0.110	4060	8.36	592
4_1_cts	58.2	0.111	4060	8.31	592
5_1_grt	58.2	0.123	4060	7.84	592
6_report	58.2	0.111	4060	8.32	592
cell type report:
class | count | area, sq um | share of cell area (%)
Timing Repair Buffer | 108 | 1060 | 26.0
Tap cell | 96 | 120 | 2.96
Multi-Input combinational cell | 365 | 2800 | 68.9
Inverter | 23 | 86.3 | 2.12
synth_stat cells, types with 4 or more instances:
cell      number  area share (%)
a21o_1         8             2.0
a21oi_1       39             6.6
a221o_1        7             2.4
a222oi_1       6             2.0
a22oi_1        5             1.3
a31oi_1        4            0.85
buf_1          5            0.63
buf_2          4            0.68
clkbuf_1       9             1.1
fa_1           7             4.7
ha_1          33              14
inv_1         23             2.9
maj3_1        26             8.8
nand2_1       41             5.2
nand2b_1       4            0.85
nand3_1        7             1.2
nand4_1        4            0.85
nor2_1        19             2.4
nor2b_1        4            0.85
nor3_1         7             1.2
nor4_1         4            0.85
o21a_1         4             1.0
o21ai_0       14             2.4
o22ai_1       12             2.5
o31ai_1        5             1.3
xnor2_1        9             2.7
xor2_1        39              12
where the power goes:
| group | internal [mW] | leakage (nW) | switching (mW) |
|---|---|---|---|
| clock network | 0 | 0 | 0 |
| registers | 0 | 0 | 0 |
| logic | 0.0555 | 1.66 | 0.0556 |
kinds of logic after synthesis:
kind of cell,count (synthesis),share of synthesized area (%)
adder cells (fa/ha/maj),66,27.5
AND-OR/OR-AND,133,31.6
buffers and inverters,42,5.75
AND/OR/NAND/NOR,115,19.9
XOR/XNOR,48,14.2
multiplexers,3,1.02
routing by layer:
metal / routed length [microns] / vias up
li1: - / 1730
met1: 4670 / 1536
met2: 4810 / 107
met3: 453 / 12
met4: 128 / 0
met5: 0 / -
No activity file was given, so power comes from the tool's default toggle rates.
