==> ./design.v <==
module control_unit (
    input wire [5:0] opcode,
    output reg reg_dst,
    output reg branch,
    output reg mem_read,
    output reg mem_to_reg,
    output reg [1:0] alu_op,
    output reg mem_write,
    output reg alu_src,
    output reg reg_write,
    output reg jump
);
    parameter R_TYPE = 6'b000000;
    parameter ADDI   = 6'b001000;
    parameter ANDI   = 6'b001100;
    parameter ORI    = 6'b001101;
    parameter SLTI   = 6'b001010;
    parameter LW     = 6'b100011;
    parameter SW     = 6'b101011;
    parameter BEQ    = 6'b000100;
    parameter J      = 6'b000010;
    reg [15:0] op_decoded;
    always @(*) begin
        op_decoded = 16'b0;
        case (opcode)
            R_TYPE: op_decoded[0] = 1'b1;
            ADDI:  op_decoded[1] = 1'b1;
            ANDI:  op_decoded[2] = 1'b1;
            ORI:   op_decoded[3] = 1'b1;
            SLTI:  op_decoded[4] = 1'b1;
            LW:    op_decoded[5] = 1'b1;
            SW:    op_decoded[6] = 1'b1;
            BEQ:   op_decoded[7] = 1'b1;
            J:     op_decoded[8] = 1'b1;
            default: op_decoded = 16'b0;
        endcase
    end
    wire is_r_type = op_decoded[0];
    wire is_imm_alu = op_decoded[1] | op_decoded[2] | op_decoded[3] | op_decoded[4];
    wire is_load = op_decoded[5];
    wire is_store = op_decoded[6];
    wire is_branch = op_decoded[7];
    wire is_jump = op_decoded[8];
    always @(*) begin
        {reg_dst, branch, mem_read, mem_to_reg, mem_write, 
         alu_src, reg_write, jump} = 8'b0;
        case (1'b1)  
            is_r_type: begin
                reg_dst = 1'b1;
                reg_write = 1'b1;
                alu_op = 2'b10;
            end
            is_load: begin
                alu_src = 1'b1;
                mem_to_reg = 1'b1;
                reg_write = 1'b1;
                mem_read = 1'b1;
                alu_op = 2'b00;
            end
            is_store: begin
                alu_src = 1'b1;
                mem_write = 1'b1;
                alu_op = 2'b00;
            end
            is_branch: begin
                branch = 1'b1;
                alu_op = 2'b01;
            end
            is_jump: begin
                jump = 1'b1;
                alu_op = 2'b00;
            end
            default: begin
                if (is_imm_alu) begin
                    alu_src = 1'b1;
                    reg_write = 1'b1;
                    case (1'b1)
                        op_decoded[1]: alu_op = 2'b00;  
                        op_decoded[2]: alu_op = 2'b11;  
                        op_decoded[3]: alu_op = 2'b11;  
                        op_decoded[4]: alu_op = 2'b11;  
                        default: alu_op = 2'b00;
                    endcase
                end else begin
                    alu_op = 2'b00;
                end
            end
        endcase
    end
endmodule
==> ./run.sh <==
#!/bin/bash
# OpenROAD 26Q1-2900-gdf79404cd8, Yosys 0.63+post, stock flow scripts
make -C /OpenROAD-flow-scripts/flow DESIGN_CONFIG=/design/flow/config.mk WORK_HOME=/design/flow/orfs finish
==> ./config.mk <==
export PLATFORM = sky130hd
export DESIGN_NAME = control_unit
export DESIGN_NICKNAME = control_unit
export VERILOG_FILES = /design/flow/design.v
export SDC_FILE = /design/flow/constraint.sdc
export NUM_CORES = 4
export LEC_CHECK = 1
export CORE_AREA = 10 10 70 70
export DIE_AREA = 0 0 80 80
==> ./constraint.sdc <==
current_design control_unit

set clk_period 1.5
set clk_io_pct 0.2

create_clock -name clk0 -period $clk_period

set non_clock_inputs [all_inputs -no_clocks]
set_input_delay [expr $clk_period * $clk_io_pct] -clock clk0 $non_clock_inputs
set_output_delay [expr $clk_period * $clk_io_pct] -clock clk0 [all_outputs]
==> impl_metrics.csv <==
group,metric,value,unit
outcome,status,"complete, no violations",
grt,grt_util_all_layers,2.93,%
critical_path,required,1.20,ns
drt,wl,973,µm
drt,n_antenna_cell,0,
grt,grt_pass1_vias,302,
layout,fillers,397,
final_timing,fin_crit,1.46,ns
layout,fin_util,14.9,%
die,chipArea,6400,µm²
critical_path,end_kind,"primary output",
logic_synthesis,yosysWarnings,1,
logic_synthesis,ys_types,19,
layout,flops,0,
flow_run,tool_warnings,34,
final_timing,setup_tns,0,ns
critical_path,slowest_stage,"or3_4",
logic_synthesis,synth_cells,25,
critical_path,crit_chain,"buf_8 > or3_4 > nor4b_4 > buf_2",
logic_synthesis,yosysChipArea,180,µm²
logic_synthesis,syn_area,180,µm²
layout,syn_to_final_growth,183,%
drt,routedWlPerCell,10.0,µm
logic_synthesis,ys_cells,25,
final_timing,slew_viol_final,0,
drt,viasPerCell,3.08,
critical_path,worstPathArrival,1.16,ns
die,die_y,80,µm
final_timing,finalSetupViolations,0,
grt,grt_antenna_before_repair,0,
place,gp_congestion,0.742,
place,portBuffers,16,
critical_path,critPathLaunchType,"input port",
final_timing,fin_ws,0.0355,ns
grt,grt_max_degree,7,
layout,drive_gt1_share,78.4,%
drt,via_count,299,
power,p_leak,0.209,nW
final_timing,rsz0062_at_grt,"yes",
layout,final_area,509,µm²
place,dp.final_hpwl,719,µm
final_timing,tightest_slew,0.197,ns
layout,clkbuf_count,0,
grt,grt_pass1_wl,1550,µm
critical_path,worstSetupPathType,"input port to primary output",
critical_path,crit_path_max_fanout,4,
die,rows,21,
layout,ff_latch_area,0,µm²
cts,hold_buffers,0,
drt,initialDrtViolationCount,4,
critical_path,critical-path-max-stage-delay,0.42,ns
flow_run,drv_cap,0,
hold_path,hp-class,"input port to primary output",
die,coreArea,3420,µm²
place,place_ws,-0.774,ns
die,ios,16,
final_timing,hold_viol,0,
place,dpl-instance-area,430,µm²
final_timing,relSlewSlack,86.8,%
drt,remaining_drc_errors,0,
power,max-vdd-ir-drop,0.0419,mV
grt,overflow,0,
power,power_density,191,nW/µm²
logic_synthesis,ys_seq_share,0,%
die,fp.dieW,80,µm
final_timing,fmax,0.683,GHz
drt,ant_nets,0,
drt,firstDrtPassIters,2,
logic_synthesis,synth.avg_cell_area,7.21,µm²
final_timing,finalCritPeriodShare,97.6,%
die,fp_util,5.27,%
logic make-up after synthesis:
logic type,synth area share [%]
buf+inv,6.94
compound gates,22.2
simple gates,70.8
per-layer routing:
metal / routed length (µm) / global-route usage (%) / up-vias
li1: - / - / 149
met2: 458 / 5.06 / 8
met3: 86 / 0.909 / 0
met4: 0 / 0 / 0
met1: 428 / 3.69 / 142
met5: 0 / 0 / -
cells in the mapped netlist (2+ instances only):
cell	number	area [µm²]
a21oi_1	4	20.0
nand2b_1	2	12.5
nor2_1	2	7.51
nor3b_1	2	15.0
through the flow:
stage	power (mW)	hold slack, ns	instances
floorplan	0.0236	0.611	25
global placement	0.0701	1.64	91
detailed placement	0.0708	1.65	91
CTS	0.0923	0.934	98
global route	0.106	0.934	97
finish	0.0973	0.903	97
report_power, final:
group / switching, mW / total (mW) / internal [mW]
Clock: 0 / 0 / 0
Combinational: 0.0405 / 0.0973 / 0.0568
Sequential: 0 / 0 / 0
worst max-delay path, delay by kind of cell:
family / cells / cell delay (ns)
simple gates: 2 / 0.63
buf+inv: 2 / 0.23
cell usage in the layout (no fill, tap or decap):
cell / count
nor2_1: 1
nand4b_1: 1
and4bb_2: 1
a22oi_1: 1
o21bai_1: 1
nor3b_2: 2
nor4b_4: 1
clkbuf_2: 1
a21oi_2: 3
nor2b_4: 1
buf_2: 10
buf_6: 4
nor4_4: 1
or3_4: 1
nand2b_1: 2
o21ai_1: 1
a21oi_1: 1
nor2b_1: 1
buf_8: 3
or4_1: 1
nor2_2: 1
buf_4: 9
or2_4: 1
clkdlybuf4s15_1: 1
nor3_4: 1
final timing paths:
check | cells past startpoint | endpoint | from
setup / recovery | 4 | jump | opcode[5]
hold / removal | 4 | alu_src | opcode[4]
final cells by class:
class                      instances  area [µm²]  share of cell area [%]
tap                               46        57.6                    11.3
multi-input combinational         23         229                    45.0
timing repair buffer              28         223                    43.7
repair_timing:
action,4_1_cts,5_1_grt
hold endpoints to repair,0,0
pin swaps,11,4
gates resized,69,10
endpoints found under the setup margin,10,8
setup buffers,7,0
Power and IR drop assume default switching activity.
